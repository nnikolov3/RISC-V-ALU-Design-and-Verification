[./run.sh]
#!/bin/bash
# OpenROAD 26Q1-2900-gdf79404cd8, Yosys 0.63+post, stock flow scripts
make -C /OpenROAD-flow-scripts/flow DESIGN_CONFIG=/design/flow/config.mk WORK_HOME=/design/flow/orfs finish
[./config.mk]
export PLATFORM = sky130hd
export DESIGN_NAME = rv32i_alu
export DESIGN_NICKNAME = rv32i_alu
export VERILOG_FILES = /design/flow/design.v
export SDC_FILE = /design/flow/constraint.sdc
export NUM_CORES = 4
export LEC_CHECK = 1
export CORE_UTILIZATION = 30
[./constraint.sdc]
current_design rv32i_alu

set clk_period 20.8
set clk_io_pct 0.2

create_clock -name clk0 -period $clk_period [get_ports {i_clk}]

set non_clock_inputs [all_inputs -no_clocks]
set_input_delay [expr $clk_period * $clk_io_pct] -clock clk0 $non_clock_inputs
set_output_delay [expr $clk_period * $clk_io_pct] -clock clk0 [all_outputs]
[./design.v]
`timescale 1ns / 1ps `default_nettype none
module rv32i_alu (
    i_clk,
    i_rst_n,
    i_alu,
    i_rs1_addr,
    i_rs1,
    i_rs2,
    i_imm,
    i_funct3,
    i_opcode,
    i_exception,
    i_pc,
    i_rd_addr,
    i_ce,
    i_stall,
    i_force_stall,
    i_flush,
    o_rs1_addr,
    o_rs1,
    o_rs2,
    o_imm,
    o_funct3,
    o_opcode,
    o_exception,
    o_y,
    o_pc,
    o_next_pc,
    o_change_pc,
    o_wr_rd,
    o_rd_addr,
    o_rd,
    o_rd_valid,
    o_stall_from_alu,
    o_ce,
    o_stall,
    o_flush
);
  input logic i_clk, i_rst_n;
  input logic [14-1:0] i_alu;   
  input logic [4:0] i_rs1_addr;   
  input logic [31:0] i_rs1;   
  input logic [31:0] i_rs2;   
  input logic [31:0] i_imm;   
  input logic [2:0] i_funct3;   
  input logic [11-1:0] i_opcode;   
  input logic [4-1:0] i_exception;   
  input logic [31:0] i_pc;   
  input logic [4:0] i_rd_addr;   
  input logic i_ce;   
  input logic i_stall;   
  input logic i_force_stall;   
  input logic i_flush;   
  output logic [4:0] o_rs1_addr;   
  output logic [31:0] o_rs1;   
  output logic [31:0] o_rs2;   
  output logic [11:0] o_imm;   
  output logic [2:0] o_funct3;   
  output logic [11-1:0] o_opcode;   
  output logic [4-1:0] o_exception;   
  output logic [31:0] o_y;   
  output logic [31:0] o_pc;   
  output logic [31:0] o_next_pc;   
  output logic o_change_pc;   
  output logic o_wr_rd;   
  output logic [4:0] o_rd_addr;   
  output logic [31:0] o_rd;   
  output logic o_rd_valid;   
  output logic o_stall_from_alu;  
  output logic o_ce;   
  output logic o_stall;   
  output logic o_flush;   
  logic alu_add;
  logic alu_sub;
  logic alu_slt;
  logic alu_sltu;
  logic alu_xor;
  logic alu_or;
  logic alu_and;
  logic alu_sll;
  logic alu_srl;
  logic alu_sra;
  logic alu_eq;
  logic alu_neq;
  logic alu_ge;
  logic alu_geu;
  logic opcode_rtype;
  logic opcode_itype;
  logic opcode_load;
  logic opcode_store;
  logic opcode_branch;
  logic opcode_jal;
  logic opcode_jalr;
  logic opcode_lui;
  logic opcode_auipc;
  logic opcode_system;
  logic opcode_fence;
  logic [31:0] a;   
  logic [31:0] b;   
  logic [31:0] y_d;   
  logic [31:0] rd_d;   
  logic wr_rd_d;   
  logic rd_valid_d;   
  logic [31:0] a_pc;
  logic [31:0] sum;
  logic stall_bit;
  always_ff @(posedge i_clk, negedge i_rst_n) begin
    if (!i_rst_n) begin
      o_exception <= 0;
      o_ce <= 0;
      o_stall_from_alu <= 0;
    end else begin
      if (i_ce && !stall_bit) begin   
        o_opcode <= i_opcode;
        o_exception <= i_exception;
        o_y <= y_d;
        o_rs1_addr <= i_rs1_addr;
        o_rs1 <= i_rs1;
        o_rs2 <= i_rs2;
        o_rd_addr <= i_rd_addr;
        o_imm <= i_imm[11:0];
        o_funct3 <= i_funct3;
        o_rd <= rd_d;
        o_rd_valid <= rd_valid_d;
        o_wr_rd <= wr_rd_d;
        o_stall_from_alu <= i_opcode[3] || i_opcode[2];  
        o_pc <= i_pc;   
      end
      if(i_flush && !stall_bit) begin  
        o_ce <= 0;
      end else if (!stall_bit) begin   
        o_ce <= i_ce;
      end else if (stall_bit && !i_stall)
        o_ce <= 0;   
    end
  end
  always_comb begin
    y_d = 0;
    a   = (opcode_jal || opcode_auipc) ? i_pc : i_rs1;   
    b   = (opcode_rtype || opcode_branch) ? i_rs2 : i_imm;   
    if (alu_add) y_d = a + b;
    if (alu_sub) y_d = a - b;
    if (alu_slt || alu_sltu) begin
      y_d = {31'b0, (a < b)};
      if (alu_slt) y_d = (a[31] ^ b[31]) ? {31'b0, a[31]} : y_d;
    end
    if (alu_xor) y_d = a ^ b;
    if (alu_or) y_d = a | b;
    if (alu_and) y_d = a & b;
    if (alu_sll) y_d = a << b[4:0];
    if (alu_srl) y_d = a >> b[4:0];
    if (alu_sra) y_d = $signed(a) >>> b[4:0];
    if (alu_eq || alu_neq) begin
      y_d = {31'b0, (a == b)};
      if (alu_neq) y_d = {31'b0, !y_d[0]};
    end
    if (alu_ge || alu_geu) begin
      y_d = {31'b0, (a >= b)};
      if (alu_ge) y_d = (a[31] ^ b[31]) ? {31'b0, b[31]} : y_d;
    end
  end
  always_comb begin
    o_flush = i_flush;   
    rd_d = 0;
    rd_valid_d = 0;
    o_change_pc = 0;
    o_next_pc = 0;
    wr_rd_d = 0;
    a_pc = i_pc;
    if (!i_flush) begin
      if (opcode_rtype || opcode_itype) rd_d = y_d;
      if (opcode_branch && y_d[0]) begin
        o_next_pc = sum;   
        o_change_pc = i_ce;   
        o_flush = i_ce;
      end
      if (opcode_jal || opcode_jalr) begin
        if (opcode_jalr) a_pc = i_rs1;
        o_next_pc = sum;   
        o_change_pc = i_ce;   
        o_flush = i_ce;
        rd_d = i_pc + 4;   
      end
    end
    if (opcode_lui) rd_d = i_imm;
    if (opcode_auipc) rd_d = sum;
    if (opcode_branch || opcode_store || (opcode_system && i_funct3 == 0) || opcode_fence)
      wr_rd_d = 0;   
    else
      wr_rd_d = 1;  
    if (opcode_load || (opcode_system && i_funct3 != 0))
      rd_valid_d = 0;   
    else rd_valid_d = 1;
    o_stall = (i_stall || i_force_stall) && !i_flush;   
  end
  assign sum = a_pc + i_imm;   
  assign stall_bit = o_stall || i_stall;
  assign alu_add = i_alu[0];
  assign alu_sub = i_alu[1];
  assign alu_slt = i_alu[2];
  assign alu_sltu = i_alu[3];
  assign alu_xor = i_alu[4];
  assign alu_or = i_alu[5];
  assign alu_and = i_alu[6];
  assign alu_sll = i_alu[7];
  assign alu_srl = i_alu[8];
  assign alu_sra = i_alu[9];
  assign alu_eq = i_alu[10];
  assign alu_neq = i_alu[11];
  assign alu_ge = i_alu[12];
  assign alu_geu = i_alu[13];
  assign opcode_rtype = i_opcode[0];
  assign opcode_itype = i_opcode[1];
  assign opcode_load = i_opcode[2];
  assign opcode_store = i_opcode[3];
  assign opcode_branch = i_opcode[4];
  assign opcode_jal = i_opcode[5];
  assign opcode_jalr = i_opcode[6];
  assign opcode_lui = i_opcode[7];
  assign opcode_auipc = i_opcode[8];
  assign opcode_system = i_opcode[9];
  assign opcode_fence = i_opcode[10];
endmodule
==> results.toml <==
# generated from flow reports
[cells_and_area]
design_area_sq_um = 27200
lay_top_count = "clkdlybuf4s50_1"
area_delta_synth_final_pct = 28.1
finish.utilization_pct = 38.9
drive_gt1_share_pct = 9.58
layout.cells.non_filler = 3814
lay_top_cells = "412 x clkdlybuf4s50_1, 260 x nor2_1, 198 x edfxtp_1"

[worst_setup_path]
arrival_ns = 10.83
max_stage_delay_ns = 0.85
worstSetupPathType = "in -> out"
cp_max_fo = 33
worstSetupStartpointType = "input pin"
cp_cell_sequence = "clkdlybuf4s50_1 -> nor2_8 -> mux2i_1 -> inv_1 -> ha_1 -> or4_1 -> nor4_2 -> nand2_1 -> nor4_2 -> nor3b_1 -> a2111oi_0 -> inv_1 -> a211oi_2 -> nor3_4 -> buf_4 -> nor3_2 -> clkdlybuf4s50_1"
cpMaxStageDelayCell = "mux2i_1"
worstPathRequired_ns = 16.64
end_kind = "output pin"

[floorplan]
core_area_sq_um = 70000
die_area_sq_um = 71900
fp_util_pct = 30.4
io-pin-count = 415
rows = 97
die_w_um = 268
die_y_um = 268

[outcome]
outcome = "finished clean"

[drt]
first_iter_violations = 2503
routedWlPerCell_um = 28.7
wl_mm = 109
routed-via-count = 22800
antenna_left = 0
dr.pass1.iters = 6
drc = 0
vias_per_cell = 5.97

[place]
dpl.hpwl_mm = 86.7
portBuffers = 414
dp.cells = 3771
placed_cell_area_sq_um = 26500
place.gp.congestion = 1.06

[clock_tree]
cts_max_level = 1
postCtsSetupRepairBufs = 0
ctsResizeCount = 0
cts_buffers = 22
cts_tree = "done"
clock_path_buffers = 3
cts.clk_slew.worst_paths_ns = 0.06
cts_sinks = 204
clockRootBuffer = "clkbuf_16"
insertion_delay_ns = 0.54
cts_hold_buffers = 0

[yosys]
async_reset_ff_share_pct = 2.94
flop_cell = "edfxtp_1"
ys.flops = 204
edf_count = 198
ys_cells = 2501
synth_cells = 2501
post_synth_num_cell_types = 92
synth.avg_cell_area_sq_um = 8.50
netlist_area_sq_um = 21300
ys_area_sq_um = 21300
ys_seq_share_pct = 28.7
ys_warn_count = 1

[global_routing]
grt_pass1_wl_mm = 154
grt_util_all_layers_pct = 30.5
grt_max_degree = 61
grt_pass1_vias = 21200
antenna_found_initial = 7
grt-ovfl-total = 0

[final_timing]
skew_ns = 0
timing.hold.ws_ns = 0.484
final_hold_viol_count = 0
worst_pin_slew_ns = 0.914
fmax_mhz = 66.7
rsz0062_at_grt = "no"
finalSetupViolations = 0
period_needed_ns = 14.99
setup_tns_ns = 0
slew-limit-headroom_pct = 37.3
finalClockPeriodUsage_pct = 72.1
finalMaxSlewViolations = 0

[pwr]
ir_drop_v = 0.0000483
power_density_nw_per_um2 = 59.1
p_leak_nw = 10.1

[run]
warnings = 88
cap_viol_max_count = 0

[min_path]
hold_path_class = "reg -> reg"
-- final timing paths --
kind | to | depth (start not counted) | from | slack (ns)
max | o_next_pc[18] | 17 | i_opcode[5] | 5.81
min | o_ce$_DFFE_PN0P_ | 2 | o_ce$_DFFE_PN0P_ | 0.48
max reg2reg | o_exception[2]$_DFFE_PN0P_ | 1 | o_exception[2]$_DFFE_PN0P_ | 20.05
min reg2reg | o_ce$_DFFE_PN0P_ | 2 | o_ce$_DFFE_PN0P_ | 0.48
max in group asynchronous | o_ce$_DFFE_PN0P_ | 1 | i_rst_n | 16.69
min in group asynchronous | o_exception[2]$_DFFE_PN0P_ | 1 | i_rst_n | 3.87
-- sequential cells by signal, indices dropped and copies added, names as in the netlist, 3 cells and up --
| name | count |
|---|---|
| o_pc | 32 |
| o_rd | 32 |
| o_rs1 | 32 |
| o_rs2 | 32 |
| o_y | 32 |
| o_imm | 12 |
| o_opcode | 11 |
| o_rd_addr | 5 |
| o_rs1_addr | 5 |
| o_exception | 4 |
| o_funct3 | 3 |
-- critical path, delay by kind of cell --
| family | cells | cell delay, ns |
|---|---|---|
| adders and majority gates | 1 | 0.55 |
| muxes | 1 | 0.85 |
| buffers and inverters | 5 | 1.67 |
| and+or+nand+nor | 8 | 2.90 |
| AOI/OAI and AO/OA | 2 | 0.63 |
-- final cells by class --
cell class | count | area (sq um)
repair buffers | 491 | 4710
diodes | 4 | 10.0
well taps | 940 | 1180
clock inverters | 8 | 77.6
flip-flops and latches | 204 | 6100
inverters | 137 | 514
fillers | 7080 | 42800
clock buffers | 31 | 606
multi-input cells | 1999 | 14000
-- logic make-up after synthesis --
group	count (synthesis)	synth area share [%]
AOI/OAI and AO/OA	780	24.8
xor gates and xnor gates	77	3.17
adders and majority gates	130	7.69
buffers and inverters	298	5.60
DFF	204	28.7
muxes	251	13.2
and+or+nand+nor	761	16.8
-- cells in the mapped netlist, drive strengths merged (13+ instances only) --
library cell | instances | area (sq um)
xor2 | 31 | 272
mux2i | 129 | 1290
or3 | 14 | 87.6
nor2 | 263 | 1000
a211oi | 40 | 305
nor2b | 30 | 188
and3 | 17 | 106
a22oi | 17 | 133
buf | 48 | 253
nand2b | 17 | 106
o21ai | 139 | 699
ha | 129 | 1610
o211ai | 42 | 315
o21a | 34 | 255
a21o | 32 | 240
xnor2 | 46 | 403
o21bai | 18 | 135
o31ai | 28 | 210
mux2 | 110 | 1240
nand4 | 28 | 175
a31oi | 36 | 225
inv | 135 | 507
nor4 | 19 | 131
a221oi | 33 | 289
a211o | 18 | 158
nor3 | 72 | 370
nand3 | 55 | 275
edfxtp | 198 | 5950
a221o | 13 | 130
nand2 | 187 | 704
a21oi | 194 | 971
and2 | 18 | 113
clkbuf | 113 | 424
o22ai | 17 | 106
-- report_power, final --
| part | leakage [nW] | switching (mW) | internal, mW | total (mW) |
|---|---|---|---|---|
| Combinational | 7.95 | 0.465 | 0.284 | 0.749 |
| Sequential | 1.81 | 0.00460 | 0.472 | 0.477 |
| Clock | 0.330 | 0.167 | 0.216 | 0.383 |
| Total | 10.1 | 0.637 | 0.973 | 1.61 |
-- routing by layer --
metal / vias up / share of wire, % / global-route usage [%]
met4: 4 / 5.1 / 12.3
met5: - / 0.021 / 0.0676
met1: 10900 / 39 / 41.4
li1: 10100 / - / -
met2: 1477 / 45 / 47.5
met3: 264 / 11 / 7.19
-- through the flow --
| step | power [mW] | setup WS (ns) |
|---|---|---|
| 6_report | 1.61 | 5.81 |
| 5_1_grt | 1.67 | 5.43 |
| 4_1_cts | 1.60 | 5.98 |
| 3_5_place_dp | 1.21 | 5.98 |
| 3_3_place_gp | 1.21 | 6.24 |
| 2_1_floorplan | 0.901 | 6.90 |
No activity file was given, so power comes from the tool's default toggle rates.
